### design/flow/run.sh
#!/bin/bash
# OpenROAD 26Q1-2900-gdf79404cd8, Yosys 0.63+post, stock flow scripts
make -C /OpenROAD-flow-scripts/flow DESIGN_CONFIG=/design/flow/config.mk WORK_HOME=/design/flow/orfs finish
### design/flow/constraint.sdc
current_design DotMatrixDisplay

set clk_period 2.2
set clk_io_pct 0.2

create_clock -name clk0 -period $clk_period [get_ports {clk_div}]

set non_clock_inputs [all_inputs -no_clocks]
set_input_delay [expr $clk_period * $clk_io_pct] -clock clk0 $non_clock_inputs
set_output_delay [expr $clk_period * $clk_io_pct] -clock clk0 [all_outputs]
### design/flow/config.mk
export PLATFORM = sky130hd
export DESIGN_NAME = DotMatrixDisplay
export DESIGN_NICKNAME = DotMatrixDisplay
export VERILOG_FILES = /design/flow/design.v
export SDC_FILE = /design/flow/constraint.sdc
export NUM_CORES = 4
export LEC_CHECK = 1
export CORE_AREA = 10 10 95 95
export DIE_AREA = 0 0 105 105
### design/flow/design.v
module DotMatrixDisplay(reachS5,clk_div, rst, inCorrect, ansCorrect, dot_row, dot_col);
input clk_div, rst, inCorrect, ansCorrect, reachS5;
output [7:0]dot_row;
output [7:0]dot_col;
reg [7:0]dot_row;
reg [7:0]dot_col;
reg [2:0] row_count;
reg [1:0] signal;
parameter wrong = 2'd0, correct = 2'd1, error = 2'd2, ok = 2'd3;
always@ (inCorrect or ansCorrect or reachS5)
begin
	if(!reachS5)begin
		if (inCorrect == 0)
			 begin
				  signal = error;
			 end
			 else 
			 begin
				  signal = ok;
			 end
	end
	else begin
		if (ansCorrect == 0)
		 begin
			  signal = wrong;;
		 end
		 else
		 begin
			  signal = correct;
		 end
	end  
end
always@ (posedge clk_div or negedge rst)
begin
	if (~rst)
	begin
		dot_row <= 8'b11111111;
		dot_col <= 8'b00000000;
	end
	else
	begin
		if (row_count == 7) row_count <= 0;
		else row_count <= row_count + 1;
		case (row_count)
			3'd0: dot_row <= 8'b01111111;
			3'd1: dot_row <= 8'b10111111;
			3'd2: dot_row <= 8'b11011111;
			3'd3: dot_row <= 8'b11101111;
			3'd4: dot_row <= 8'b11110111;
			3'd5: dot_row <= 8'b11111011;
			3'd6: dot_row <= 8'b11111101;
			3'd7: dot_row <= 8'b11111110;
		endcase
        case (signal)
            correct:  
            begin
                case (row_count)
                    3'd0: dot_col <= 8'b11111111;
                    3'd1: dot_col <= 8'b10000001;
                    3'd2: dot_col <= 8'b10000001;
                    3'd3: dot_col <= 8'b10000001;
                    3'd4: dot_col <= 8'b10000001;
                    3'd5: dot_col <= 8'b10000001;
                    3'd6: dot_col <= 8'b10000001;
                    3'd7: dot_col <= 8'b11111111;
                endcase
            end
            wrong:  
            begin
                case (row_count)
                    3'd0: dot_col <= 8'b10000001;
                    3'd1: dot_col <= 8'b01000010;
                    3'd2: dot_col <= 8'b00100100;
                    3'd3: dot_col <= 8'b00011000;
                    3'd4: dot_col <= 8'b00011000;
                    3'd5: dot_col <= 8'b00100100;
                    3'd6: dot_col <= 8'b01000010;
                    3'd7: dot_col <= 8'b10000001;
                endcase
            end
            error:  
            begin
                case (row_count)
                    3'd0: dot_col <= 8'b00000000;
                    3'd1: dot_col <= 8'b10010111;
                    3'd2: dot_col <= 8'b11010101;
                    3'd3: dot_col <= 8'b11010101;
                    3'd4: dot_col <= 8'b10110101;
                    3'd5: dot_col <= 8'b10110101;
                    3'd6: dot_col <= 8'b10010111;
                    3'd7: dot_col <= 8'b00000000;
                endcase
            end
            ok:  
            begin
                case (row_count)
                    3'd0: dot_col <= 8'b00000000;
                    3'd1: dot_col <= 8'b11101001;
                    3'd2: dot_col <= 8'b10101010;
                    3'd3: dot_col <= 8'b10101100;
                    3'd4: dot_col <= 8'b10101100;
                    3'd5: dot_col <= 8'b10101010;
                    3'd6: dot_col <= 8'b11101001;
                    3'd7: dot_col <= 8'b00000000;
                endcase
            end
            default:
            begin
                dot_col <= 8'b00000000;
            end
        endcase
	end
end
endmodule
==> impl_metrics.yaml <==
# generated from flow reports
status:
  status: "finished clean"
global_route:
  antenna_found_initial: 0
  grt_pass1_vias: 777
  overflow: 0
  grt_pass1_wl_um: 3440
  grt_max_degree: 16
  grt_usage_pct: 3.51
place:
  io_buffers: 20
  hpwl_um: 1540
  gp_congestion: 0.807
clock_network:
  post_cts_buffers: 0
  tritoncts: "yes"
  insertion_delay_ns: 0.26
  clkSinkCount: 26
  cts_resized: 0
  clk_pin_slew_ns: 0.09
  htree_levels: 1
  ctsLongestPathBuffers: 2
  cts_buffers: 3
  holdBufCountCts: 0
  root_buffer: "clkbuf_8"
timing:
  slew_headroom_pct: 72.4
  finalCritPeriodShare_pct: 86.4
  rsz0062_at_grt: "false"
  setup_viol: 0
  slew_violations: 0
  fin_crit_ns: 1.90
  fin_tns_setup_ns: 0
  tightestPinTransition_ns: 0.415
  hold_viol_final: 0
  skew_ns: 0.00173
  fin_hold_ws_ns: 0.448
  max_freq_ghz: 0.526
synth:
  synth_area_per_cell_um2: 11.4
  ys_sh_aoi_pct: 11.5
  postSynthSeqShare_pct: 58.7
  numSynthFlops: 26
  synthCells: 96
  yosysCellCount: 96
  syn-cell-area_um2: 1090
  ys_types: 27
  simple_gate_share_pct: 11.4
  ys_sh_xor_pct: 0.803
  topCombFamilyByArea: "AND-OR/OR-AND gates"
  ys_sh_adder_pct: 8.03
  yosys_warnings: 1
  ys_area_um2: 1090
  mux_share_pct: 4.70
job:
  stage_log_warnings: 30
  max_cap_viol_count: 0
routing:
  drtIter0Drc: 14
  vias_per_cell: 3.39
  antennaDiodeCount: 0
  vias: 739
  detail-route-antenna-nets: 0
  drt-total-wl_um: 1990
  route.detailed.drc: 0
  drt-pass1-iter-count: 4
  wl_per_cell_um: 9.11
worst_setup_path:
  r2r_start: "row_count[1]"
  crit_type: "flip-flop to flip-flop"
  worstPathRequired_ns: 2.41
  cp.arrival_ns: 2.11
  crit_path_end_kind: "flip-flop"
  r2r_cells: 5
  critPathMaxFanout: 6
  cp-start-kind: "flip-flop"
  reg2reg_setup_slack_ns: 0.30
worst_hold_path:
  hold_path_end: "dot_col[5]"
  hold_path_depth: 2
  min_path_type: "flip-flop to flip-flop"
pwr:
  power_density_nw_per_um2: 874
  vdd_drop_max_v: 0.000240
  p_leak_uw: 0.000629
floorplanning:
  die_h_um: 105
  die-area_um2: 11000
  core_um2: 6910
  fp-utilization_pct: 15.8
  std_cell_rows: 30
  ioPinCount: 21
  die_w_um: 105
cells_and_area:
  drive_above_1_share_pct: 16.4
  synthToLayoutAreaGrowth_pct: 36.7
==> where the power goes <==
part | internal [uW] | switching [uW] | leakage, uW
clock network | 198 | 144 | 0.0000339
logic | 184 | 142 | 0.000326
registers | 595 | 40.6 | 0.000268
==> cells by family after synthesis <==
group           after synthesis
mux                           5
xor+xnor                      1
flops                        26
fa+ha+maj                     7
buf+inv                      12
compound gates               18
simple gates                 27
==> through the flow <==
| stage | cells | power, uW | instance area, um^2 | util (%) | worst slack, ns |
|---|---|---|---|---|---|
| CTS | 218 | 1320 | 1490 | 21.6 | 0.297 |
| finish | 218 | 1300 | 1490 | 21.6 | 0.300 |
| global route | 218 | 1390 | 1490 | 21.6 | 0.165 |
| floorplan | 96 | 804 | 1090 | - | 0.348 |
| detailed placement | 214 | 977 | 1430 | 20.6 | 0.314 |
| global placement | 214 | 979 | 1430 | 20.6 | 0.352 |
==> routing by layer <==
metal / global-route usage (%) / up-vias / share of wire (%)
met5: 0 / - / 0
met4: 0.980 / 0 / 1.8
met3: 0.621 / 2 / 4.5
met2: 6.27 / 12 / 49
met1: 4.21 / 356 / 44
li1: - / 369 / -
==> final cells by class <==
type                    instances  area, um^2
fillers                       757        5420
flip-flops and latches         26         641
multi-input cells              58         397
repair buffers                 24         230
well taps                      96         120
clock buffers                   4        66.3
inverters                      10        37.5
==> layout by cell type (no fill, tap or decap), types with 3 or more instances in the layout <==
cell,netlist,routed
dfrtp_1,8,8
dfxtp_1,7,7
inv_1,10,10
mux2i_1,4,4
buf_4,0,4
clkdlybuf4s50_1,0,20
ha_1,7,7
dfstp_2,8,8
nand2_1,12,12
nor2_1,8,8
clkbuf_8,0,3
a21oi_1,8,8
edfxtp_1,3,3
==> synth_stat cells <==
master     number  share of area [%]
inv_1          10                3.4
o21ai_0         2               0.92
dfrtp_1         8                 18
dfstp_2         8                 19
a21bo_2         1               0.92
a31oi_1         1               0.57
a21oi_1         8                3.7
buf_6           1                1.0
mux2i_1         4                3.7
nor2b_1         2                1.1
edfxtp_1        3                8.3
nand2b_1        1               0.57
a22oi_1         1               0.69
ha_1            7                8.0
a2bb2oi_1       2                1.6
a21boi_2        1                1.0
or4b_1          1               0.92
nand3_1         1               0.46
a21boi_0        1               0.69
nor3b_1         2                1.4
mux2_2          1                1.0
dfxtp_1         7                 13
o221ai_2        1                1.4
buf_2           1               0.46
xor2_1          1               0.80
nor2_1          8                2.8
nand2_1        12                4.1
==> critical path: stages (launching register included) <==
cell      delay (ns)
edfxtp_1        0.47
ha_1            0.26
ha_1            0.34
or4b_1          0.50
o221ai_2        0.09
a21boi_2        0.18
==> worst max-delay path by stage <==
stage	end	startpoint	slack [ns]	depth (start not counted)
after CTS	flip-flop	row_count[1]	0.30	5
after global routing	flip-flop	row_count[1]	0.17	5
final	flip-flop	row_count[1]	0.30	5
Power and IR drop assume default switching activity.
