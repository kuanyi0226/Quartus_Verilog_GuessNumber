[design/flow/config.mk]
export PLATFORM = sky130hd
export DESIGN_NAME = clk_div_dot_matrix
export DESIGN_NICKNAME = clk_div_dot_matrix
export VERILOG_FILES = /design/flow/design.v
export SDC_FILE = /design/flow/constraint.sdc
export NUM_CORES = 4
export LEC_CHECK = 1
export CORE_UTILIZATION = 30
[design/flow/constraint.sdc]
current_design clk_div_dot_matrix

set clk_period 3.7
set clk_io_pct 0.2

create_clock -name clk0 -period $clk_period [get_ports {clk}]

set non_clock_inputs [all_inputs -no_clocks]
set_input_delay [expr $clk_period * $clk_io_pct] -clock clk0 $non_clock_inputs
set_output_delay [expr $clk_period * $clk_io_pct] -clock clk0 [all_outputs]
[design/flow/design.v]
module clk_div_dot_matrix(clk, rst, clk_div_dot_matrix);
input clk, rst;
output reg clk_div_dot_matrix;
reg [31:0]count;
always@ (posedge clk)
begin
	if (!rst)
	begin
		count <= 32'd0;
		clk_div_dot_matrix <= 1'b0;
	end
	else
	begin
		if (count == 32'd2500)  
		begin
			count <= 32'd0;
			clk_div_dot_matrix <= ~clk_div_dot_matrix;
		end
		else
		begin
			count <= count + 32'd1;
		end
	end
end
endmodule
[design/flow/run.sh]
#!/bin/bash
# OpenROAD 26Q1-2900-gdf79404cd8, Yosys 0.63+post, stock flow scripts
make -C /OpenROAD-flow-scripts/flow DESIGN_CONFIG=/design/flow/config.mk WORK_HOME=/design/flow/orfs finish
==> results_slide.txt <==
Implementation Results

Status
  • Result of the run: completed

Placed design
  • Setup slack after placement: 1.46 ns
  • Cell area reported after detailed placement: 0.00168 sq mm
  • Detail Placement HPWL: 2190 um
  • Placed Cells: 255
  • Placer congestion estimate: 0.801
  • Port bufs: 2

Timing
  • Worst-case setup margin in the final layout: 1.42 ns
  • Worst slew pin tran: 0.472 ns
  • Maximum clock frequency: 438 MHz
  • Slew Limit Headroom: 0.685
  • Worst hold slack after final layout: 0.484 ns
  • Setup violation total in the final timing report: 0
  • Clock period minus worst slack: 2.28 ns
  • Unrepaired setup endpoints after global routing: false
  • Period utilization: 0.617
  • Clock tree skew after final layout: 0.00605 ns
  • Endpoints failing hold: 0
  • Accumulated negative setup slack: 0 ns
  • Max Transition Viols Final: 0

Floorplanning
  • Die width: 74.7 um
  • Vertical die size: 74.7 um
  • Die Outline Area: 0.00557 sq mm
  • Number of I/O pins: 3
  • Initial Util: 0.310
  • Floorplan row count: 26
  • Core Footprint: 0.00511 sq mm

Logic synthesis
  • Synthesized instance count: 188
  • Number of distinct library cells after synthesis: 31
  • Register share after synthesis: 0.417
  • Asr flop ratio synth: 0
  • Share of synthesized cell area in and-or and or-and compound cells: 0.125
  • Netlist area before placement: 0.00158 sq mm
  • Post-Synth Simple-Gate Area: 0.332
  • Total cells reported by yosys after synthesis: 188
  • Synthesized area divided by synthesized cell count: 8.43 sq um
  • Synthesis Warnings: 1
  • Leading area contributor after synthesis: sky130_fd_sc_hd__dfxtp_1
  • Synth Flop Type: sky130_fd_sc_hd__dfxtp_1
  • Register bit total from synthesis: 33
  • EDFF count, synth: 0
  • Most numerous cell types in the synthesized netlist: sky130_fd_sc_hd__dfxtp_1 (33), sky130_fd_sc_hd__nor2_1 (19), sky130_fd_sc_hd__a21oi_1 (16), sky130_fd_sc_hd__xnor2_1 (12), sky130_fd_sc_hd__nand4_1 (11)
  • Fraction of the mapped netlist area in adder cells: 0.0158
  • Biggest combinational cell group after synthesis: simple AND/OR/NAND/NOR gates
  • Synthesis area per yosys: 0.00158 sq mm
  • Area share of xor/xnor cells in the synthesized design: 0.0774
  • Multiplexer share of the synthesized area: 0
  • Proportion of netlist area held by the largest area contributor: 0.417
  • Top cell type by instance count after synthesis: sky130_fd_sc_hd__dfxtp_1
  • Cells taking the most area after synthesis: sky130_fd_sc_hd__dfxtp_1 (42%), sky130_fd_sc_hd__xnor2_1 (6.6%), sky130_fd_sc_hd__a21oi_1 (5.1%)

Cells and area
  • Cell Count, Final, Fillers Out: 263
  • Area of the multi-input gates: 875 sq um
  • FILL cells: 552
  • Register Area: 661 sq um
  • Fraction of final layout cells sized beyond drive strength 1: 0.0725
  • Area growth, synth to finish: 12.2%
  • Post-route design area: 0.00178 sq mm

Drt
  • Per-cell via count in the routed design: 5.14
  • WL final: 3210 um
  • Number of optimization iterations in the first detailed-route pass: 4
  • Post-DRT Antenna Nets: 0
  • First DRT Iteration DRCs: 42
  • N_diodes: 0
  • Via Count: 1353
  • WL per Instance: 12.2 um
  • # DRC: 0

GRT
  • Gr usage total: 0.128
  • Met2 Use GR: 0.197
  • Most Used Layer, Global Route: met2
  • Routing usage on met1: 0.192
  • Via count of the first global-routing pass: 1190
  • Met3 track utilization from global routing: 0.0258
  • Gr ovfl total: 0
  • Pin count of the biggest net entering global routing: 25
  • Number of antenna violations at the first check in global routing: 0
  • First-pass GRT wire length: 5490 um

Worst setup path
  • Arrival time of data at the critical path endpoint: 2.50 ns
  • Critical R2R Capture: count[23]$_SDFF_PP0_
  • Worst R2R Path Depth: 4
  • Crit Path Class: flop to flop
  • Req. time, crit path: 3.92 ns
  • Startpoint type of the worst setup path: flop
  • Slack of the worst reg-to-reg path: 1.42 ns
  • R2r startpoint: count[2]$_SDFF_PP0_
  • Crit end category: flop
  • Maximum fanout along the worst path: 17

Clocking
  • Clock tree from TritonCTS: yes
  • Sinks on the clock net: 33
  • Longest Clk Path Bufs: 2
  • Hold buffers post-CTS: 0
  • Number of levels in the clock H-tree: 2
  • Setup bufs post-CTS: 0
  • CTS Root Cell: sky130_fd_sc_hd__clkbuf_8
  • Quantity of gates resized following cts: 0
  • Number of buffers created by CTS: 5
  • Insertion delay to the later sink of the worst-skew pair: 0.28 ns
  • Clock transition at the register clock pins on the worst setup and hold paths after CTS: 0.07 ns

Flow run
  • Max_cap viols: 0
  • Log Warnings: 26

Worst hold path
  • Worst hold path stage count: 1
  • Endpoint, Worst Hold: count[0]$_SDFF_PP0_
  • Startpoint of the lowest-slack hold path: count[0]$_SDFF_PP0_
  • Class of the tightest hold or removal check: flop to flop

Power and ir drop
  • Cell area power density: 380 mW/mm^2
  • Maximum resistive drop on vdd: 0.220 mV
  • Leakage Power: 0.495 nW
## kinds of logic (layout without fill, tap and decap cells)
logic type,Yosys count,count (layout)
DFF,33,33
xor gates and xnor gates,14,14
and+or+nand+nor,91,91
AOI/OAI and AO/OA,35,35
adders and majority gates,2,2
buffers and inverters,13,18
## layout by cell type, fill, tap and decap left out, types with 2 or more instances in the layout
master,instances
sky130_fd_sc_hd__xnor2_1,12
sky130_fd_sc_hd__dfxtp_1,33
sky130_fd_sc_hd__nand4_1,11
sky130_fd_sc_hd__or4_1,10
sky130_fd_sc_hd__o31ai_1,8
sky130_fd_sc_hd__clkdlybuf4s50_1,2
sky130_fd_sc_hd__a21oi_1,16
sky130_fd_sc_hd__xor2_1,2
sky130_fd_sc_hd__clkbuf_8,7
sky130_fd_sc_hd__ha_1,2
sky130_fd_sc_hd__nand3_1,10
sky130_fd_sc_hd__and3_1,2
sky130_fd_sc_hd__o21ai_0,9
sky130_fd_sc_hd__inv_1,7
sky130_fd_sc_hd__nor2_1,19
sky130_fd_sc_hd__nor4_1,6
sky130_fd_sc_hd__or3_1,8
sky130_fd_sc_hd__nor3_1,5
sky130_fd_sc_hd__nor4b_1,3
sky130_fd_sc_hd__nand2_1,9
## area by class of cell
| cell class | count | share of cell area |
|---|---|---|
| flip-flops and latches | 33 | 0.372 |
| well taps | 70 | 0.0493 |
| clock inverters | 1 | 0.00281 |
| repair buffers | 3 | 0.0155 |
| clock buffers | 7 | 0.0542 |
| multi-input cells | 142 | 0.492 |
| inverters | 7 | 0.0148 |
## sequential cells by signal, indices dropped and copies added, names as in the netlist
register / count
clk_div_dot_matrix: 1
count: 32
## per-layer routing
| layer | wire [um] | part of all wire |
|---|---|---|
| met5 | 0 | 0 |
| met4 | 51 | 0.016 |
| met3 | 89 | 0.028 |
| met2 | 1380 | 0.43 |
| met1 | 1690 | 0.53 |
## stage by stage
stage | total power [W] | utilization
5_1_grt | 0.000706 | 0.348
3_3_place_gp | 0.000386 | 0.328
4_1_cts | 0.000685 | 0.348
3_5_place_dp | 0.000386 | 0.328
2_1_floorplan | 0.000381 | -
6_report | 0.000675 | 0.348
## power by group
part / switching (W) / internal, W / total (W)
registers: 0.00000347 / 0.000358 / 0.000361
logic: 0.0000101 / 0.00000656 / 0.0000166
clock network: 0.000129 / 0.000168 / 0.000297
total: 0.000143 / 0.000533 / 0.000675
## worst max path at each step
| stage | cells after the start | to | from |
|---|---|---|---|
| CTS | 4 | count[23]$_SDFF_PP0_ | count[2]$_SDFF_PP0_ |
| global route | 4 | count[31]$_SDFF_PP0_ | count[2]$_SDFF_PP0_ |
| finish | 4 | count[23]$_SDFF_PP0_ | count[2]$_SDFF_PP0_ |
## worst max-delay path: stages, from the launching register on
cell and delay [ns]:
sky130_fd_sc_hd__dfxtp_1 0.45, sky130_fd_sc_hd__nand3_2 0.22, sky130_fd_sc_hd__or4_1 0.80, sky130_fd_sc_hd__or4_1 0.59, sky130_fd_sc_hd__a21oi_1 0.15
Power figures rest on the tool's default switching activity, not on a simulated workload.
