`./design.v`:
```
module NumberSevenDisplay(in_0, in_1, in_2, in_3, out_0, out_1, out_2, out_3);
input [3:0] in_0;
input [3:0] in_1;
input [3:0] in_2;
input [3:0] in_3;
output reg [6:0] out_0;
output reg [6:0] out_1;
output reg [6:0] out_2;
output reg [6:0] out_3;
always @(*)begin
	case(in_0)
    0 : out_0 = 7'b1000000;
    1 : out_0 = 7'b1111001;
    2 : out_0 = 7'b0100100;
    3 : out_0 = 7'b0110000;
    4 : out_0 = 7'b0011001;
    5 : out_0 = 7'b0010010;
    6 : out_0 = 7'b0000010;
    7 : out_0 = 7'b1111000;
    8 : out_0 = 7'b0000000;
    9 : out_0 = 7'b0010000;
    default : out_0 = 7'b1111111;
	endcase
	case(in_1)
		 0 : out_1 = 7'b1000000;
		 1 : out_1 = 7'b1111001;
		 2 : out_1 = 7'b0100100;
		 3 : out_1 = 7'b0110000;
		 4 : out_1 = 7'b0011001;
		 5 : out_1 = 7'b0010010;
		 6 : out_1 = 7'b0000010;
		 7 : out_1 = 7'b1111000;
		 8 : out_1 = 7'b0000000;
		 9 : out_1 = 7'b0010000;
		 default : out_1 = 7'b1111111;
	endcase
	case(in_2)
		 0 : out_2 = 7'b1000000;
		 1 : out_2 = 7'b1111001;
		 2 : out_2 = 7'b0100100;
		 3 : out_2 = 7'b0110000;
		 4 : out_2 = 7'b0011001;
		 5 : out_2 = 7'b0010010;
		 6 : out_2 = 7'b0000010;
		 7 : out_2 = 7'b1111000;
		 8 : out_2 = 7'b0000000;
		 9 : out_2 = 7'b0010000;
		 default : out_2 = 7'b1111111;
	endcase
	case(in_3)
		 0 : out_3 = 7'b1000000;
		 1 : out_3 = 7'b1111001;
		 2 : out_3 = 7'b0100100;
		 3 : out_3 = 7'b0110000;
		 4 : out_3 = 7'b0011001;
		 5 : out_3 = 7'b0010010;
		 6 : out_3 = 7'b0000010;
		 7 : out_3 = 7'b1111000;
		 8 : out_3 = 7'b0000000;
		 9 : out_3 = 7'b0010000;
		 default : out_3 = 7'b1111111;
	endcase
end
endmodule
```
`./config.mk`:
```
export PLATFORM = sky130hd
export DESIGN_NAME = NumberSevenDisplay
export DESIGN_NICKNAME = NumberSevenDisplay
export VERILOG_FILES = /design/flow/design.v
export SDC_FILE = /design/flow/constraint.sdc
export NUM_CORES = 4
export LEC_CHECK = 1
export CORE_AREA = 10 10 70 70
export DIE_AREA = 0 0 80 80
```
`./constraint.sdc`:
```
current_design NumberSevenDisplay

set clk_period 1.0
set clk_io_pct 0.2

create_clock -name clk0 -period $clk_period

set non_clock_inputs [all_inputs -no_clocks]
set_input_delay [expr $clk_period * $clk_io_pct] -clock clk0 $non_clock_inputs
set_output_delay [expr $clk_period * $clk_io_pct] -clock clk0 [all_outputs]
```
`./run.sh`:
```
#!/bin/bash
# OpenROAD 26Q1-2900-gdf79404cd8, Yosys 0.63+post, stock flow scripts
make -C /OpenROAD-flow-scripts/flow DESIGN_CONFIG=/design/flow/config.mk WORK_HOME=/design/flow/orfs finish
```
==> summary.rpt <==
PHYSICAL IMPLEMENTATION REPORT
----------------------------------------------------
[Die]
  Total die size ........................ roughly 0.0064 sq mm
  Io pins ........................ approximately 44
  Floorplan utilization ........................ about a quarter
  Horizontal die dimension ........................ 80 um
  Placeable core region ........................ approximately 0.0034 sq mm
  Rows ........................ 21
  Die boundary height ........................ 80 um

[Timing]
  Aggregate negative setup slack ........................ -5.52 ns
  Worst slew margin relative to its limit ........................ about 83%
  Period Utilization, post-route ........................ 139%
  Final worst path period need ........................ between 1 and 1.5 ns
  Final WS setup ........................ -0.394 ns
  Slew at the pin closest to its max-slew limit ........................ 0.251 ns
  Final-report setup violation count ........................ 28
  Worst Hold Slack ........................ 0.725 ns
  Top achievable clock speed ........................ 717 MHz
  Final Max Slew Viols ........................ 0
  Unrepaired setup endpoints after global routing ........................ true
  Final hold violation count ........................ 0

[Worst setup path]
  Critical-path top delay cell ........................ sky130_fd_sc_hd__or2_1
  Worst Path Buf+Inv ........................ 4
  Data required time of the critical path ........................ 0.80 ns
  Maximum fanout along the worst path ........................ 2
  Cell-by-cell trace of the critical path ........................ buf_8, buf_6, ha_4, or2_1, a21oi_2, buf_4, nor2_2, buf_2
  Critical path class ........................ in2out
  Category of the worst setup path capture point ........................ output port
  CP startpoint kind ........................ input port
  Data arrival time of the worst path ........................ between 1 and 1.5 ns
  Category of cells accounting for the largest share of critical-path delay ........................ buffers and inverters
  Peak per-stage delay on the critical path ........................ around 0.23 ns

[Detailed routing]
  Post-Route WL ........................ around 3400 um
  Antenna-violating nets left ........................ 0
  Diodes inserted ........................ 0
  Initial DRC count ........................ 17
  DRC violations left ........................ 0
  Total via count in the routed design ........................ 1159
  Ratio of routed vias to standard cells ........................ 4.53
  Routed len/inst ........................ 13.3 um
  Number of detailed-routing iterations run before antenna repair ........................ 4

[Job]
  Number of maximum-capacitance constraint violations ........................ 0
  Tool warning count ........................ 51

[Hold path]
  Type of the worst min-delay path ........................ in2out

[Synthesis]
  Cell Area, Synth ........................ 795 sq um
  Count of unique library cells instantiated by Yosys ........................ 21
  Share of the synthesized area in the top cell type ........................ 31.5%
  Post-synthesis share of cell area spent on full adders, half adders and majority gates ........................ 31.5%
  Fraction of the yosys area taken by sequential cells ........................ 0%
  Xor and xnor area share after synthesis ........................ 2.20%
  Avg Synthesized Cell Area ........................ 6.46 sq um
  Dominant kind of combinational cell ........................ adder cells
  Mux share of post-synthesis cell area ........................ 0%
  Cell type with the highest aggregate area in the netlist ........................ sky130_fd_sc_hd__ha_1
  Number of warnings printed during yosys synthesis ........................ 1
  Chip area from the yosys synthesis statistics ........................ 795 sq um
  Dominant cells by area after synthesis ........................ sky130_fd_sc_hd__ha_1 (31%), sky130_fd_sc_hd__a21oi_1 (11%), sky130_fd_sc_hd__inv_1 (9.0%)
  Yosys stat cell total ........................ 123
  Compound Share, Synth ........................ between 30% and 40%
  Gate Count Post-Synth ........................ 123
  Area fraction in and, or, nand and nor cells after synthesis ........................ 22.8%

[CTS]
  Number of hold buffers added after CTS ........................ 0

[GRT]
  Maximum number of pins on one net before global-route repair ........................ 11
  Global-route wire length before repair ........................ about 5600 um
  Vias in the first global route ........................ 1196
  Global router's overall resource usage ........................ 10.2%
  Congestion Overflow GR ........................ 0
  Antenna violations before repair ........................ 0

[Placement]
  Port buffer count ........................ between 40 and 50
  Pre-CTS setup slack ........................ -1.01 ns
  Routability-driven placement congestion ratio ........................ 0.852
  Placed wire-length estimate after detailed placement ........................ 2190 um

[Power and ir drop]
  Leakage ........................ 0.907 nW
  Pwr per Cell Area ........................ 414 mW/mm^2
  Overall power ........................ 857 uW
  Maximum ir drop on the vdd rail ........................ 0.000262 V

[Layout]
  Final sequential cell count ........................ 0
  Clock buf count ........................ 0
  Area taken by flip-flops and latches ........................ 0 sq um
  Area growth from synthesis to layout ........................ 161%
  Fraction of final layout cells sized beyond drive strength 1 ........................ 81.4%

[Run status]
  Violations in the final reports ........................ negative setup slack
  Run status ........................ finished with violations

----------------------------------------------------
-- layout by cell type, fill, tap and decap left out, drive strengths merged --
master         Yosys  final
a211oi             2      2
a21oi             20     20
a22oi              1      1
a31oi              7      7
buf                4     89
clkbuf             0      1
clkdlybuf4s15      0      1
clkinv             0      2
ha                20     20
inv               19     17
nand2              4      4
nand2b             7      7
nor2              15     15
nor2b              2      2
nor3               2      2
o21ai             13     13
or2                4      4
or2b               1      1
xor2               2      2
-- per-stage QoR --
step                cell area, sq um  utilization, %  std cells
CTS                             1880            55.0        251
global route                    2070            60.7        256
detailed placement              1470            42.9        236
floorplan                        801               -        123
global placement                1470            42.9        236
finish                          2070            60.7        256
-- cell families after synthesis --
family / Yosys count
compound gates: 43
simple gates: 35
buf+inv: 23
xor+xnor: 2
fa+ha+maj: 20
-- where the power goes --
group | leakage [nW] | switching, mW | total [mW] | internal [mW]
Combinational | 0.907 | 0.378 | 0.857 | 0.479
Clock | 0 | 0 | 0 | 0
Sequential | 0 | 0 | 0 | 0
-- tightest hold or removal path: stages --
cell and delay, ns:
sky130_fd_sc_hd__buf_6 0.13, sky130_fd_sc_hd__a31oi_1 0.09, sky130_fd_sc_hd__buf_2 0.10
-- synth_stat cells, drive strengths merged --
cell,n
nand2b,7
or2b,1
a21oi,20
inv,19
a22oi,1
o21ai,13
nor3,2
or2,4
a31oi,7
xor2,2
nor2b,2
buf,4
nand2,4
ha,20
a211oi,2
nor2,15
-- final timing paths --
| path | start | end | slack [ns] | cells after the start |
|---|---|---|---|---|
| setup / recovery | in_0[0] | out_0[0] | -0.39 | 8 |
| hold / removal | in_1[3] | out_1[2] | 0.72 | 3 |
-- layout make-up --
cell class	count	area [sq um]
repair buffers	91	767
multi-input cells	100	1120
inverters	19	129
fillers	251	1340
well taps	46	57.6
-- per-layer routing --
| layer | vias up | global-route usage [%] | share of wire, % |
|---|---|---|---|
| li1 | 594 | - | - |
| met1 | 537 | 13.4 | 48 |
| met2 | 28 | 17.7 | 47 |
| met3 | 0 | 1.82 | 5.3 |
| met4 | 0 | 0 | 0 |
| met5 | - | 0 | 0 |
-- timing repair --
item,4_1_cts,5_1_grt
pin swaps,47,31
setup endpoints to repair,28,28
buffers inserted,15,6
resized,283,45
Power figures rest on the tool's default switching activity, not on a simulated workload.
